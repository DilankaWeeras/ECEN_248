--- config.mk ---
export PLATFORM = sky130hd
export DESIGN_NAME = carry_lookahead_16bit
export DESIGN_NICKNAME = carry_lookahead_16bit
export VERILOG_FILES = /design/flow/design.v
export SDC_FILE = /design/flow/constraint.sdc
export NUM_CORES = 4
export LEC_CHECK = 1
export CORE_AREA = 10 10 70 70
export DIE_AREA = 0 0 80 80
--- constraint.sdc ---
current_design carry_lookahead_16bit

set clk_period 15.4
set clk_io_pct 0.2

create_clock -name clk0 -period $clk_period

set non_clock_inputs [all_inputs -no_clocks]
set_input_delay [expr $clk_period * $clk_io_pct] -clock clk0 $non_clock_inputs
set_output_delay [expr $clk_period * $clk_io_pct] -clock clk0 [all_outputs]
--- design.v ---
`timescale 1ns / 1ps
`default_nettype none
module generate_propagate_unit16(G, P, X, Y);
output wire [15:0] G, P;  
input wire [15:0] X, Y;  
assign #2 G = X & Y;  
assign #2 P = X ^ Y;  
endmodule
module block_carry_lookahead_unit(G_star, P_star, C, G, P, C0);
output wire G_star, P_star;  
output wire [3:1] C;  
input wire [3:0] G, P;  
input wire C0;
assign #4 C[1] = G[0] || C0 & P[0];
assign #4 C[2] = G[1] || (P[1] & G[0]) || (P[1] & P[0] & C0);
assign #4 C[3] = G[2] || (P[2] & G[1]) || (P[2] & P[1] & G[0]) || (P[2] & P[1] & P[0] & C0);
assign #4 G_star = G[3] || (P[3] & G[2]) || (P[3] & P[2] & G[1]) || (P[3] & P[2] & P[1] & G[0]) || (P[3] & P[2] & P[1] & P[0] & C0);
assign #2 P_star = P[1] & P[2] & P[3] & P[4];
endmodule
module summation_unit16(S, P, C);
output wire [15:0] S;  
input wire [15:0] P, C;  
assign #2 S = P ^ C;  
endmodule
module carry_lookahead_16bit(Cout, S, X, Y, Cin);
output wire Cout;  
output wire [15:0] S;  
input wire [15:0] X, Y;  
input wire Cin;
wire [16:0] C;
wire [15:0] P, G;
wire [3:0] P_star, G_star;
assign Cout = C[16];  
assign C[0] = Cin;  
generate_propagate_unit16 gen1(G, P, X, Y);  
block_carry_lookahead_unit BCLAU0(  
    .G_star (G_star[0]),
    .P_star (P_star[0]),
    .C (C[3:1]),
    .G (G[3:0]),
    .P (P[3:0]),
    .C0 (C[0]));
block_carry_lookahead_unit BCLAU1(  
    .G_star (G_star[1]),
    .P_star (P_star[1]),
    .C (C[7:5]),
    .G (G[7:4]),
    .P (P[7:4]),
    .C0 (C[4]));
block_carry_lookahead_unit BCLAU2(  
    .G_star (G_star[2]),
    .P_star (P_star[2]),
    .C (C[11:9]),
    .G (G[11:8]),
    .P (P[11:8]),
    .C0 (C[8]));
block_carry_lookahead_unit BCLAU3(  
    .G_star (G_star[3]),
    .P_star (P_star[3]),
    .C (C[15:13]),
    .G (G[15:12]),
    .P (P[15:12]),
    .C0 (C[12]));
carry_lookahead_unit CLAU(  
    .C ({C[16], C[12], C[8], C[4]}),
    .G (G_star),
    .P (P_star),
    .C0 (C[0]));
summation_unit16 sum1(S[15:0], P[15:0], C[15:0]);
endmodule
`timescale 1ns / 1ps
`default_nettype none
module generate_propagate_unit(G, P, X, Y);
output wire [3:0] G, P;  
input wire [3:0] X, Y;  
assign #2 G = X & Y;  
assign #2 P = X ^ Y;  
endmodule
module carry_lookahead_unit(C, G, P, C0);
output wire [4:1] C;  
input wire [3:0] G, P;  
input wire C0;
assign #4 C[1] = G[0] || C0 & P[0];
assign #4 C[2] = G[1] || (P[1] & G[0]) || (P[1] & P[0] & C0);
assign #4 C[3] = G[2] || (P[2] & G[1]) || (P[2] & P[1] & G[0]) || (P[2] & P[1] & P[0] & C0);
assign #4 C[4] = G[3] || (P[3] & G[2]) || (P[3] & P[2] & G[1]) || (P[3] & P[2] & P[1] & G[0]) || (P[3] & P[2] & P[1] & P[0] & C0);
endmodule
module summation_unit(S, P, C);
output wire [3:0] S;  
input wire [3:0] P, C;  
assign #2 S = P ^ C;  
endmodule
module carry_lookahead_4bit(Cout, S, X, Y, Cin);
output wire Cout;  
output wire [3:0] S;  
input wire [3:0] X, Y;  
input wire [3:0] Cin;
wire [3:0] genG, genP;
wire [4:0] C;
assign C[0] = Cin;  
generate_propagate_unit gen1(genG, genP, X, Y);  
carry_lookahead_unit look1(C[4:1], genG, genP, C[0]);  
summation_unit sum1(S, genP, C[3:0]);  
assign Cout = C[4];   
endmodule
--- run.sh ---
#!/bin/bash
# OpenROAD 26Q1-2900-gdf79404cd8, Yosys 0.63+post, stock flow scripts
make -C /OpenROAD-flow-scripts/flow DESIGN_CONFIG=/design/flow/config.mk WORK_HOME=/design/flow/orfs finish
==> flow_summary_export.csv <==
group,metric,value,unit
route,drt.antenna.violating_nets,0,
layout,fin_util,0.375,
power_and_ir_drop,power.combinational.fraction,1.000,
die,chip_area,6400,µm²
layout,final-seq-area,0,µm²
global_routing,number_of_global_route_vias_before_repair,884,
power_and_ir_drop,power_density,41.7,nW/µm²
worst_hold_path,timing.hold.worst.start,"Y[0]",
worst_hold_path,timing.hold.worst_endpoint,"S[0]",
final_timing,maxSlewHeadroom,0.722,
die,fp_util,0.211,
final_timing,setup_slack,6.40,ns
yosys,synthDistinctLibCells,29,
route,insertedDiodeCount,0,
power_and_ir_drop,switching_share,0.341,
power_and_ir_drop,cellLeakagePower,0.554,nW
final_timing,worst-slew-pin-transition,0.407,ns
route,vias_per_cell,4.56,
worst_hold_path,hp-class,"in -> out",
final_timing,min_period_over_period,0.584,
die,die.size.y,80,µm
clocking,postCtsHoldBufs,0,
power_and_ir_drop,vdd_drop_max,15.9,µV
final_timing,setup-violations-final,0,
yosys,yosysTopAreaCell,"ha_1",
global_routing,grt_pass1_wl,3810,µm
place,place_area,1280,µm²
setup_path,maximum_fanout_along_the_worst_path,4,
power_and_ir_drop,net-switching-power,0.0182,mW
setup_path,worst_path_arrival,5.92,ns
layout,layout-drive-gt1-share,0.0144,
worst_hold_path,whs_path_depth,5,
layout,most-common-layout-cells,"clkdlybuf4s50_1 (50), ha_1 (16), inv_1 (7)",
layout,filler_cell_count,342,
power_and_ir_drop,report.power.total,0.0534,mW
yosys,ys_cells,89,
global_routing,antenna_found_initial,0,
yosys,synth_sequential_area_ratio,0,
power_and_ir_drop,seqPwrFrac,0,
flow_run,openroad.warnings,32,
route,drtPass1Iterations,3,
clocking,cts-resized-gates,0,
route,drc_errors,0,
die,core_region_area,3420,µm²
setup_path,endpoint_kind,"output pin",
setup_path,startpoint_type,"input port",
die,boundary_pins,50,
yosys,ys_warn_count,1,
final_timing,timing.setup.tns,0,ns
layout,num-clock-buffers,0,
global_routing,maximum_number_of_pins_on_one_net_before_global_route_repair,6,
layout,layoutNonFillerInstCount,185,
layout,layout.area.comb,696,µm²
layout,area_delta_synth_final,77.3,%
final_timing,timing_hold_violations_final,0,
outcome,outcome,"completed",
yosys,ys_area,722,µm²
final_timing,max_freq,111,MHz
final_timing,finalWorstPathRequiredPeriod,9.00,ns
layout,nFlopsAndLatches,0,
yosys,syn_area,722,µm²
setup_path,worstSetupPathType,"in -> out",
route,wire_per_inst,11.6,µm
route,detailedRoute.firstIterationViolations,17,
place,placement.io_buffers,50,
flow_run,drv_cap,0,
die,placementRows,21,
die,die_w,80,µm
yosys,synthCells,89,
yosys,synth.avg_cell_area,8.11,µm²
power_and_ir_drop,power_frac_clock,0,
yosys,synthTopCellsByArea,"ha_1 (28%), fa_1 (11%), a21o_1 (6.2%)",
place,numPlacedInstances,185,
final_timing,grt_setup_unrepaired,"no",
route,route.final.wire_length,2140,µm
global_routing,grt_usage,0.0678,
layout,design_area,1280,µm²
yosys,post-synth-top-area-fraction,0.277,
final_timing,worst_hold_slack,7.26,ns
final_timing,maxSlewViolCount,0,
clocking,post_cts_buffers,0,
layout,layout_top_cell,"clkdlybuf4s50_1",
place,dpl.hpwl,2020,µm
place,routabilityCongestion,0.805,
power_and_ir_drop,intPower,0.0352,mW
setup_path,worstPathRequired,12.32,ns
route,route.vias.total,844,
global_routing,grt-ovfl-total,0,
place,pre_cts_ws,6.39,ns
-- cells by family (layout without fill, tap and decap cells) --
group / Yosys count / after routing / synth area share
buffers and inverters: 7 / 57 / 0.0364
XOR/XNOR: 10 / 10 / 0.121
AND/OR/NAND/NOR: 23 / 23 / 0.166
AND-OR/OR-AND: 29 / 29 / 0.288
adder cells (fa/ha/maj): 20 / 20 / 0.388
-- how the worst max path moves through the flow --
stage	start	endpoint	slack (ns)	cells after the start
6_report	X[0]	S[13]	6.40	10
5_1_grt	X[0]	S[13]	6.21	10
4_1_cts	X[0]	S[13]	6.37	10
-- synthesized netlist by cell type, drive strengths merged --
cell type  count
ha            16
inv            7
nor3           7
a21o           6
a21oi          5
nor2           5
xnor2          5
xor2           5
fa             4
o21ai          4
nand2          3
nand3          3
o21a           3
a211oi         2
a221oi         2
a2111oi        1
a211o          1
a221o          1
a32o           1
and2b          1
and3           1
nand2b         1
nand4          1
o21bai         1
o31a           1
o41ai          1
or4            1
-- critical path: stages --
cell	delay [ns]
clkdlybuf4s50_1	0.43
ha_1	0.31
a211o_1	0.34
a21oi_1	0.27
o31a_1	0.21
o21ai_1	0.09
a21o_1	0.20
fa_1	0.37
xor2_1	0.14
clkdlybuf4s50_1	0.49
-- area by class of cell --
cell class,count,area share
Multi-Input combinational cell,82,0.543
Timing Repair Buffer,50,0.391
Tap cell,46,0.0450
Inverter,7,0.0205
-- power by group through the flow --
stage     clock network, mW  logic (mW)  registers [mW]
4_1_cts                   0      0.0549               0
5_1_grt                   0      0.0605               0
6_report                  0      0.0534               0
-- routing by layer --
metal / routed length, µm / up-vias / part of all wire / global-route usage
met5: 0 / - / 0 / 0
met4: 0 / 0 / 0 / 0
met3: 220 / 0 / 0.10 / 0.0205
met2: 944 / 31 / 0.44 / 0.115
met1: 977 / 370 / 0.46 / 0.0879
li1: - / 443 / - / -
Power figures rest on the tool's default switching activity, not on a simulated workload.
