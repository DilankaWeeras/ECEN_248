==> run.sh <==
#!/bin/bash
# OpenROAD 26Q1-2900-gdf79404cd8, Yosys 0.63+post, stock flow scripts
make -C /OpenROAD-flow-scripts/flow DESIGN_CONFIG=/design/flow/config.mk WORK_HOME=/design/flow/orfs finish
==> config.mk <==
export PLATFORM = sky130hd
export DESIGN_NAME = four_bit_alu
export DESIGN_NICKNAME = four_bit_alu
export VERILOG_FILES = /design/flow/design.v
export SDC_FILE = /design/flow/constraint.sdc
export NUM_CORES = 4
export LEC_CHECK = 1
export CORE_AREA = 10 10 70 70
export DIE_AREA = 0 0 80 80
==> constraint.sdc <==
current_design four_bit_alu

set clk_period 3.3
set clk_io_pct 0.2

create_clock -name clk0 -period $clk_period

set non_clock_inputs [all_inputs -no_clocks]
set_input_delay [expr $clk_period * $clk_io_pct] -clock clk0 $non_clock_inputs
set_output_delay [expr $clk_period * $clk_io_pct] -clock clk0 [all_outputs]
==> design.v <==
`timescale 1ns / 1ps
`default_nettype none
module add_sub(
    output wire [3:0] Sum,
    output wire Overflow,
    input wire [3:0] opA, opB,
    input wire opSel
    );
    wire [3:0] notB;
    wire c0, c1, c2, c3;
    assign notB[0] = opB[0] ^ opSel;
    assign notB[1] = opB[1] ^ opSel;
    assign notB[2] = opB[2] ^ opSel;
    assign notB[3] = opB[3] ^ opSel;
    full_adder adder0(Sum[0], c0, opA[0],notB[0], opSel);
    full_adder adder1(Sum[1], c1, opA[1],notB[1], c0);
    full_adder adder2(Sum[2], c2, opA[2],notB[2], c1);
    full_adder adder3(Sum[3], c3, opA[3],notB[3], c2);
    assign Overflow = c3 ^ c2;
endmodule
`timescale 1ns / 1ps
`default_nettype none
module four_bit_alu(
    output wire [3:0] Result,
    output wire Overflow,
    input wire [3:0] opA,opB,
    input wire [1:0] ctrl
    );
    wire [3:0] ANDopAB;
    wire [3:0] SUMopAB;
    wire overCheck;
    add_sub addSub(SUMopAB,overCheck,opA,opB,ctrl[1]);
    assign ANDopAB[0] = opA[0] & opB[0];
    assign ANDopAB[1] = opA[1] & opB[1];
    assign ANDopAB[2] = opA[2] & opB[2];
    assign ANDopAB[3] = opA[3] & opB[3];
    assign Overflow = overCheck & ctrl[0];
    four_bit_mux MUX(Result,ANDopAB,SUMopAB,ctrl[0]);
endmodule
`timescale 1ns / 1ps
`default_nettype none
module four_bit_mux(Y, A, B, S);
    output wire [3:0] Y;
    input wire [3:0] A, B;
    input wire S;
    two_one_mux MUX0(Y[0], A[0], B[0], S);
    two_one_mux MUX1(Y[1], A[1], B[1], S);
    two_one_mux MUX2(Y[2], A[2], B[2], S);
    two_one_mux MUX3(Y[3], A[3], B[3], S);
endmodule  
`timescale 1ns / 1ps
`default_nettype none
module full_adder(S, Cout, A, B, Cin);
    output wire S;
    output wire Cout;
    input wire A, B, Cin;
    wire andBCin, andACin;
    wire andAB;
    assign S = A ^ B ^ Cin;  
    assign andAB = A & B;  
    assign andACin = A & Cin;
    assign andBCin = B & Cin;
    assign Cout = andAB | andBCin | andACin;  
endmodule  
`timescale 1ns / 1ps
`default_nettype none
module two_one_mux(Y, A, B, S);
    output wire Y;
    input wire A, B, S;
    wire notS;
    wire andA;
    wire andB;
    not not0(notS, S);  
    and and0(andA, notS, A);  
    and and1(andB, S, B);  
    or  or0(Y, andA, andB);  
endmodule  
==> run notes <==
flow finished, numbers: status=completed, Post-Route WL=649 um, Max Freq=0.326 GHz, Max VDD drop=0.0392 mV, core area=3420 um2, post-route setup slack=228 ps, DRC viols=0, area leader, netlist=fa_1, Top cell by count, worst path=fa_2, biggest area cells=fa_1 (18%), buf_4 (13%), xor2_1 (12%), Placed Cells=84, port buffer count=15, Final Util=11.9%, post-layout minimum cycle time=3070 ps, hold_buf cts=0, Cells after Synth=26, FILL cells=393, crit-path cells=clkdlybuf4s50_1 -> xor2_1 -> fa_2 -> fa_2 -> nand3b_1 -> o41ai_2 -> buf_2, FP Rows=21, tool warnings=32, Critical Path RT=2640 ps, Dominant cell area share=17.9%, syn avg cell area=8.61 um2, Die W=80 um, routed length on met1=389 um, Pleak=0.169 nW, Final Cycle Share=93.1%, Netlist cell types=12, Post-Syn Area=224 um2, Placement Setup Slack=-474 ps, post-synth area from yosys stat=224 um2, Synthesis Warnings=0, worst hold path endpoint=Result[3], Post-synth seq share=0%, DR WL met2=158 um, pin count of the biggest net entering global routing=9, flop count=0, yosys cell count=26, FF+latch area=0 um2, hold_ws=2000 ps, Ant. Diodes=0, CP Class=input pin to primary output, pwr/cell area=140 nW/um2, final hold vios=0, drt via density=2.61, Floorplan Utilization=6.56%, routed len/inst=7.73 um, share of layout cells above drive strength 1=26.3%, global-route wire length before repair=1.11 mm, min-delay worst type=input pin to primary output, Rel. slew slack=77.8%, Finish-stage setup viols=0, Max Cap Viol=0, initial antenna violation count=0, RSZ-0062 raised after global routing=false, max layer used=met3, metal3 WL=101 um, critical path's slowest cell=clkdlybuf4s50_1, Cell Count, Final, Fillers Out=84, initial DRC count=5, Routed Antenna Nets=0, # clk buffers=0, slowest stage delay, CP=440 ps, startpoint types=input pin, DR vias=219, Final HPWL DP=582 um, number of global-route vias before repair=224, Die Height=80 um, GRT overflow=0, setup TNS=0 ps, worst hold start=opB[3], Worst Path Arrival=2410 ps, all-layer global routing usage=2.11%, hold depth=4, Setup crit end kind=primary output, area added between synthesis and finish=81.0%, chip area=6400 um2, Pins Over Slew Limit=0, Worst Path Max Fanout=3, Least-Margin Pin Slew=332 ps, DRT Pass-1 Iters=2, Ports=15, GP Congestion=0.791
[cell type report]
| class | count | area (um2) | area share, % |
|---|---|---|---|
| multi-input combinational | 21 | 198 | 48.8 |
| timing repair buffer | 17 | 150 | 37.0 |
| tap | 46 | 57.6 | 14.2 |
[cells in the final DEF, fill, tap and decap left out]
| cell type | count |
|---|---|
| buf_4 | 2 |
| mux2i_1 | 1 |
| buf_2 | 3 |
| mux2_4 | 1 |
| nand2_1 | 6 |
| o41ai_2 | 1 |
| xor2_1 | 3 |
| mux2_2 | 1 |
| clkdlybuf4s50_1 | 9 |
| nand3b_1 | 1 |
| xnor2_1 | 1 |
| dlymetal6s2s_1 | 1 |
| dlygate4sd2_1 | 2 |
| o21ai_0 | 2 |
| fa_2 | 2 |
| ha_1 | 2 |
[layer usage]
layer / global-route usage [%] / vias to the layer above
met5: 0 / -
met4: 0 / 0
met3: 1.02 / 0
met2: 2.17 / 15
met1: 3.65 / 95
li1: - / 109
[worst max-delay path by stage]
stage / end / from / depth (start not counted) / slack, ps
final: Overflow / opB[1] / 7 / 230
after CTS: Overflow / opA[0] / 7 / 40
after global routing: Overflow / opB[1] / 7 / 90
[power by group]
group / leakage [nW] / switching [mW] / total (mW) / internal [mW]
clock: 0 / 0 / 0 / 0
sequential: 0 / 0 / 0 / 0
combinational: 0.169 / 0.0214 / 0.0568 / 0.0354
total: 0.169 / 0.0214 / 0.0568 / 0.0354
[cell usage after synthesis]
| library cell | count |
|---|---|
| xnor2_1 | 1 |
| mux2i_1 | 1 |
| fa_1 | 2 |
| o21ai_0 | 2 |
| ha_1 | 2 |
| nand2_1 | 6 |
| mux2_2 | 2 |
| o41ai_2 | 1 |
| nand3b_1 | 1 |
| buf_4 | 4 |
| xor2_1 | 3 |
| buf_2 | 1 |
[kinds of logic after synthesis]
family | after synthesis | synth area share [%]
compound gates | 3 | 11.7
xor+xnor | 4 | 15.6
fa+ha+maj | 4 | 29.0
buf+inv | 5 | 15.6
mux | 3 | 14.5
simple gates | 7 | 13.4
[metrics by stage]
| stage | power (mW) | instance area (um2) |
|---|---|---|
| 3_3_place_gp | 0.0608 | 412 |
| 2_1_floorplan | 0.0347 | 224 |
| 5_1_grt | 0.0656 | 405 |
| 4_1_cts | 0.0584 | 403 |
| 3_5_place_dp | 0.0619 | 412 |
| 6_report | 0.0568 | 405 |
[worst max-delay path, delay by kind of cell]
kind                       cells  cell delay (ps)
and+or+nand+nor                1              190
xor gates and xnor gates       1              170
adders and majority gates      2              740
buffers and inverters          2              590
AOI/OAI and AO/OA              1               70
[what timing repair did]
action                                  in CTS  in global routing
pin swaps                                    3                  1
endpoints found under the hold margin        0                  0
endpoints found under the setup margin       3                  3
buffers inserted                             0                  0
resized                                     14                  1
Power is estimated from default activity; no workload was simulated.
