$ cat flow/design.v
`timescale 1ns / 1ps
`default_nettype none
module clock_divider(ClkOut, ClkIn);
    output wire [3:0] ClkOut;  
    input wire ClkIn;  
    parameter n = 25;  
    reg [n:0] Count;
    always@(posedge ClkIn)  
        Count <= Count + 1;
    assign ClkOut[3:0] = Count[n:n-3];
endmodule
`timescale 1ns/1ps
`default_nettype none
module half_adder(S, Cout, A, B);
    output wire S,Cout;
    input wire A,B;
    assign S = A ^ B;
    assign Cout = A & B;
endmodule
`timescale 1ns / 1ps
`default_nettype none
module top_level(LEDs, SWs, BTNs, FastClk);
    output wire [3:0] LEDs;  
    input wire [1:0] SWs;  
    input wire [1:0] BTNs;  
    input wire FastClk;  
    wire [3:0] Clocks;
    reg SlowClk;
    always@(*)  
        case(SWs)  
            2'b00: SlowClk = Clocks[0];
            2'b01: SlowClk = Clocks[1];
            2'b10: SlowClk = Clocks[2];
            2'b11: SlowClk = Clocks[3];
        endcase
    up_counter up1(LEDs[2:0],LEDs[3],BTNs[1],SlowClk,BTNs[0]);  
    clock_divider clk_div0(  
        .ClkOut(Clocks),
        .ClkIn(FastClk)
    );
endmodule
`timescale 1ns/ 1ps
module up_counter(Count, Carry2, En, Clk, Rst);
    output reg[2:0] Count;  
    output wire Carry2;  
    input wire En, Clk, Rst;  
    wire [2:0] Carry, Sum;  
    Threebit_counter UCL(Sum,Carry2,Count,En);  
    always@(posedge Clk or posedge Rst)  
        if(Rst) 
            Count <= 0;
        else
            Count <= Sum;
endmodule
module Threebit_counter(Sum, Carry2, Count, En);
    input wire En;  
    input wire [2:0] Count;  
    output wire [2:0] Sum;  
    output wire Carry2;
    wire [2:0] Carry;
    half_adder half1(Sum[0],Carry[0],Count[0],En); 
    half_adder half2(Sum[1],Carry[1],Count[1],Carry[0]);
    half_adder half3(Sum[2],Carry[2],Count[2],Carry[1]);
    assign Carry2 = Carry[2];
endmodule
$ cat flow/run.sh
#!/bin/bash
# OpenROAD 26Q1-2900-gdf79404cd8, Yosys 0.63+post, stock flow scripts
make -C /OpenROAD-flow-scripts/flow DESIGN_CONFIG=/design/flow/config.mk WORK_HOME=/design/flow/orfs finish
$ cat flow/config.mk
export PLATFORM = sky130hd
export DESIGN_NAME = top_level
export DESIGN_NICKNAME = top_level
export VERILOG_FILES = /design/flow/design.v
export SDC_FILE = /design/flow/constraint.sdc
export NUM_CORES = 4
export LEC_CHECK = 1
export CORE_AREA = 10 10 89 89
export DIE_AREA = 0 0 99 99
$ cat flow/constraint.sdc
current_design top_level

set clk_period 4.6
set clk_io_pct 0.2

create_clock -name clk0 -period $clk_period [get_ports {FastClk}]

set non_clock_inputs [all_inputs -no_clocks]
set_input_delay [expr $clk_period * $clk_io_pct] -clock clk0 $non_clock_inputs
set_output_delay [expr $clk_period * $clk_io_pct] -clock clk0 [all_outputs]
==> impl_metrics.ini <==
; flow metrics
[run]
warnings = 25
cap_violations = 0

[critical_path]
endpoint_kind = output port
crit_path_start_kind = input port
cp_data_required_time_ps = 3680
cp_data_arrival_time_ps = 2270
r2r_cells = 5
worstSetupPathType = in -> out
crit_fanout = 1

[layout]
fillers = 639
areaGrowthSynthToFinish_pct = 18.2
finalNonFillerCells = 190
drive_gt1_share_pct = 8.70
fin_util_pct = 23.3

[grt]
grt-ovfl-total = 0
grt_pass1_wl_microns = 2740
grt_usage_pct = 3.19
antenna_found_initial = 0
grt_start_max_net_pins = 16
grt_pass1_vias = 639

[clocking]
cts_resized = 0
cts_setup_buffers = 0
hold_buffers = 0
cts_root_buf = clkbuf_8
cts_tree = yes
cts-buffers-inserted = 3
clk_pin_slew_worst_paths_ps = 80
htreeDepth = 1
clkLatencyLatePin_ps = 270
clk_path_buf_depth = 2

[placed_design]
port_buffers = 8
dp_cells = 186
place_congestion = 0.747
hpwl_microns = 1180

[drt]
drt_iter0_markers = 23
drt_pass1_iterations = 3
routed_wirelength_microns = 1520
vias_per_cell = 3.64
post_drt_wl_per_cell_microns = 7.99
ant_nets = 0
insertedDiodeCount = 0
drc = 0
vias = 691

[synthesis]
ys_top_cells_by_count = dfxtp_1 (26), xnor2_1 (18), nand3_1 (10)
synthArstFlopShare_pct = 10.3
synth-edff-count = 0
synth_warnings = 3
ys_area_sq_um = 1180
yosysSeqAreaShare_pct = 50.5
flop_cell = dfxtp_1
ys_types = 17
area_leaders = dfxtp_1 (44%), xnor2_1 (13%), dfrtp_1 (6.4%)
synth_area_sq_um = 1180
synthCells = 107
numSynthFlops = 29
ys_cells = 107
yosysTopAreaCell = dfxtp_1
most_common_cell = dfxtp_1
top_area_share_pct = 44.1
avgSynthCellArea_sq_um = 11.0

[floorplan]
fp.dieH_microns = 99
rows = 28
dieArea_sq_um = 9800
core_area_sq_um = 5990
die_width_microns = 99
initial_core_util_pct = 19.7
pin_count = 9

[outcome]
status = finished clean

[sta]
finalSetupViolCount = 0
fin_skew_ps = 11.6
finalHoldViolCount = 0
max_freq_ghz = 0.314
unclocked_regs = 3
maxSlewViolCount = 0
setup_tns_ps = 0
fin_crit_ps = 3190
rsz0062_at_grt = false
untimed_endpoints = 6
worst_slew_pin_slew_ps = 514
final.period_utilization_pct = 69.3
slew_headroom_pct = 65.5

[min_path]
whs_path_depth = 1
min_path_type = reg -> reg

[pwr]
ir_worst_vdd_mv = 0.141
leakage_nw = 0.488
power-per-cell-area_nw_per_um2 = 298
## registers in the layout, indices dropped and copies added (netlist names)
name and cells:
up1.Count 3, clk_div0.Count 26
## kinds of logic after synthesis
kind of cell | share of synthesized area, %
flip-flops | 50.5
AND/OR/NAND/NOR | 21.7
XOR/XNOR | 17.8
buffers and inverters | 3.82
multiplexers | 1.91
adder cells (fa/ha/maj) | 4.24
## routing by layer
metal  global-route usage [%]  part of all wire (%)  vias to the layer above
li1                         -                     -                      375
met1                     4.57                    55                      304
met2                     4.51                    36                       12
met3                     1.55                   8.1                        0
met4                        0                     0                        0
met5                        0                     0                        -
## through the flow
step / total power [W] / hold WS, ps / cell area [sq um] / setup slack [ps]
2_1_floorplan: 0.000232 / 402 / 1180 / 2140
3_3_place_gp: 0.000235 / 413 / 1320 / 1400
3_5_place_dp: 0.000235 / 423 / 1320 / 1410
4_1_cts: 0.000423 / 444 / 1400 / 1400
5_1_grt: 0.000432 / 471 / 1400 / 1340
6_report: 0.000415 / 440 / 1400 / 1410
## critical path, cell delays in order
cell	delay, ps
clkdlybuf4s50_1	400
ha_1	190
ha_1	180
ha_1	170
clkdlybuf4s50_1	400
## area by class of cell
class / count / area, sq um / area share [%]
repair buffers: 8 / 80.1 / 5.74
well taps: 75 / 93.8 / 6.73
multi-input cells: 70 / 539 / 38.7
flip-flops and latches: 29 / 596 / 42.7
inverters: 4 / 15.0 / 1.08
clock inverters: 1 / 30.0 / 2.15
clock buffers: 3 / 41.3 / 2.96
## layout by cell type (no fill, tap or decap), drive strengths merged
master / synthesis / layout
mux4: 1 / 1
and3: 3 / 3
xor2: 6 / 6
clkbuf: 0 / 3
nor3: 3 / 3
nand4: 7 / 7
inv: 4 / 4
clkdlybuf4s50: 0 / 8
dfxtp: 26 / 26
bufinv: 0 / 1
ha: 4 / 4
nor4: 2 / 2
nand2: 9 / 9
xnor2: 18 / 18
dfrtp: 3 / 3
nand3: 11 / 11
nor2: 6 / 6
## power by group
part / internal (W) / switching, W
Sequential: 0.000225 / 0
Clock: 0.000116 / 0.0000689
Combinational: 0.00000370 / 0.00000137
## worst paths after layout
| kind | start | end | slack [ps] |
|---|---|---|---|
| setup / recovery | BTNs[1] | LEDs[3] | 1410 |
| hold / removal | clk_div0.Count[0]$_DFF_P_ | clk_div0.Count[0]$_DFF_P_ | 440 |
| setup reg to reg | clk_div0.Count[0]$_DFF_P_ | clk_div0.Count[12]$_DFF_P_ | 2950 |
| hold reg to reg | clk_div0.Count[0]$_DFF_P_ | clk_div0.Count[0]$_DFF_P_ | 440 |
Power figures rest on the tool's default switching activity, not on a simulated workload.
